<file path="/design/flow/config.mk">
export PLATFORM = sky130hd
export DESIGN_NAME = TrainControl
export DESIGN_NICKNAME = TrainControl
export VERILOG_FILES = /design/flow/design.v
export SDC_FILE = /design/flow/constraint.sdc
export NUM_CORES = 4
export LEC_CHECK = 1
export CORE_AREA = 10 10 70 70
export DIE_AREA = 0 0 80 80
</file>
<file path="/design/flow/constraint.sdc">
current_design TrainControl

set clk_period 1.0
set clk_io_pct 0.2

create_clock -name clk0 -period $clk_period [get_ports {Clock}]

set non_clock_inputs [all_inputs -no_clocks]
set_input_delay [expr $clk_period * $clk_io_pct] -clock clk0 $non_clock_inputs
set_output_delay [expr $clk_period * $clk_io_pct] -clock clk0 [all_outputs]
</file>
<file path="/design/flow/design.v">
module TrainControl(Clock, Reset, S, DA, DB, SW);
input Clock, Reset;
input [1:5] S;
output [1:0] DA, DB;
output [1:3] SW;
reg [1:0] DA, DB;
reg [1:3] SW;
parameter
	STATE1	= 6'b000001,  
	STATE2	= 6'b000010,  
	STATE3	= 6'b000100,  
	STATE4	= 6'b001000,  
	STATE5	= 6'b010000,  
	STATE6	= 6'b100000;  
reg [5:0] State, NextState;
always @(posedge Clock)
begin
	if (Reset)
		State <= STATE1;  
	else
		State <= NextState;
end
always @(*)
begin
	case (State)
	STATE1:  
	begin
		if (S[5] || S[1] && S[4] || S[2] && S[3])
									NextState = STATE6;
		else if (S[1] && ~S[2])		NextState = STATE2;
		else if (S[1] && S[2])		NextState = STATE3;
		else if (~S[1] && S[2])		NextState = STATE4;
		else 						NextState = STATE1;
	end
	STATE2:  
	begin
		if (S[5] || S[1] && S[4] || S[2] && S[3])
									NextState = STATE6;
		else if	(~S[2] && S[4])		NextState = STATE1;
		else if (S[1] && ~S[2])		NextState = STATE2;
		else if (S[2])				NextState = STATE3;
		else if (S[2] && S[4])		NextState = STATE4;
	end
	STATE3:  
	begin
		if (S[5] || S[1] && S[4] || S[2] && S[3] || ~S[2] && ~S[4])
									NextState = STATE6;
		else if (~S[2] && S[4])		NextState = STATE1;
		else if (S[2] && ~S[4])		NextState = STATE3;
		else if (S[2] && S[4])		NextState = STATE4;
	end
	STATE4:  
	begin
		if (S[5] || S[1] && S[4] || S[2] && S[3])
									NextState = STATE6;
		else if (~S[1] && S[3])		NextState = STATE1;
		else if (S[1] && S[3])		NextState = STATE2;
		else if (~S[1] && ~S[3])	NextState = STATE4;
		else if (S[1] && ~S[3])		NextState = STATE5;
	end
	STATE5:  
	begin
		if (S[5] || S[1] && S[4] || S[2] && S[3] || ~S[1] && ~S[3])
									NextState = STATE6;
		else if (~S[1] && S[3])		NextState = STATE1;
		else if (S[1] && S[3])		NextState = STATE2;
		else if (S[1] && ~S[3])		NextState = STATE5;
	end
	STATE6:  
	begin
		NextState = STATE6;
	end
	endcase
end
 always @(State)
begin
	case (State)
	STATE1:
	begin
		DA <= 2'b01;
		DB <= 2'b01;
		SW <= 3'b000;
	end
	STATE2:
	begin
		DA <= 2'b01;
		DB <= 2'b01;
		SW <= 3'b000;
	end
	STATE3:
	begin
		DA <= 2'b01;
		DB <= 2'b00;
		SW <= 3'b000;
	end
	STATE4:
	begin
		DA <= 2'b01;
		DB <= 2'b01;
		SW <= 3'b110;
	end
	STATE5:
	begin
		DA <= 2'b00;
		DB <= 2'b01;
		SW <= 3'b110;
	end
	STATE6:
	begin
		DA <= 2'b00;
		DB <= 2'b00;
		SW <= 3'b110;
	end
	endcase
end
endmodule
</file>
<file path="/design/flow/run.sh">
#!/bin/bash
# OpenROAD 26Q1-2900-gdf79404cd8, Yosys 0.63+post, stock flow scripts
make -C /OpenROAD-flow-scripts/flow DESIGN_CONFIG=/design/flow/config.mk WORK_HOME=/design/flow/orfs finish
</file>
==> qor.csv <==
stage;metric;value;unit
critical_path;path_delay_family;buffers and inverters;
critical_path;critPathCaptureType;flop;
critical_path;critPathKind;input pin to flop;
cells_and_area;layout.cells.most_common;clkdlybuf4s50_1;
route;drc;0;
pwr;switching_share;0.2507;
cells_and_area;syn_to_final_growth;18.51;%
timing;setup_violations;0;
cts;cts.repair.resized;0;
cts;clk_pin_slew_worst_paths;40;ps
global_routing;grt_overflow;0;
worst_hold_path;min_path_type;input pin to flop;
yosys;synth-edff-count;0;
worst_hold_path;min_to;State[0];
pwr;clockPowerShare;0.296;
cts;cts_root_buf;clkbuf_4;
cts;cts_tree;done;
floorplan;ios;14;
cts;post-cts-setup-buffers;0;
floorplan;rows;21;
placed_design;placedCellCount;149;
critical_path;crit_required;1120;ps
timing;rsz0062_at_grt;no;
floorplan;chipWidth;80;um
yosys;ys_warn_count;1;
cells_and_area;lay_top_cells;10 x clkdlybuf4s50_1, 9 x dlxtn_1, 8 x nor2_1;
placed_design;gp_congestion;0.8111;
pwr;p_per_area;726.6;nW/um2
route;drt_first_pass_iters;4;
global_routing;grt_max_degree;11;
floorplan;fp_util;0.2315;
worst_hold_path;min_delay_path_depth;2;
floorplan;core_area;3416;um2
yosys;simple_gate_share;0.3323;
yosys;synth.cell_area;790.8;um2
cts;hold_buffers;0;
floorplan;dieArea;6400;um2
yosys;synth-area-yosys;790.8;um2
yosys;yosys.area.top_type_share;0.1709;
critical_path;cpMaxStageDelayCell;clkdlybuf4s50_1;
yosys;avgSynthCellArea;8.069;um2
global_routing;grt_util_all_layers;0.04621;
cts;numCtsBuffers;3;
yosys;yosysUniqueCellTypes;37;
timing;finalCritPeriodShare;0.7943;
pwr;p_int;0.5102;mW
yosys;synth_adder_area_share;0.07911;
status;status;completed;
route;wl_per_cell;10.16;um
yosys;syn-instance-count;98;
timing;worst_slack;205.7;ps
critical_path;cp_cell_sequence;clkdlybuf4s50_1 -> or2_2;
global_routing;antenna_found_initial;0;
yosys;ys_cells;98;
route;ant_nets;0;
yosys;logic_family;simple AND/OR/NAND/NOR gates;
flow_run;log.warning_count;29;
cells_and_area;drive_above_1_share;0.1226;
pwr;p_leak;0.3721;nW
route;wl;1545;um
critical_path;critPathMaxFanout;2;
timing;slew_violations;0;
critical_path;slowest_delay;420;ps
yosys;ys.flops;15;
yosys;synthArstFlopShare;0;
yosys;yosysTopAreaCell;dlxtn_1;
route;vias;675;
timing;unclocked_pins;9;
yosys;synthAoiAreaFrac;0.1424;
placed_design;io_buffers;10;
placed_design;place_ws;-23.23;ps
critical_path;crit_buf_inv;1;
cts;htree_levels;1;
yosys;yosys-mux-area-fraction;0;
yosys;area_leaders;dlxtn_1 17%, dfxtp_1 15%, ha_1 7.9%;
cells_and_area;stdcell_count;152;
yosys;synthFlopType;dlxtn_1;
timing;min_period;794.3;ps
timing;untimed_endpoints;13;
flow_run;maxCapViolations;0;
placed_design;dp_hpwl;1319;um
global_routing;grt_pass1_wl;2532;um
timing;max_clock_freq;1259;MHz
timing;final_hold_viol_count;0;
cts;cts.path.max_buffers;2;
critical_path;startpoint_type;input pin;
critical_path;cp.arrival;910;ps
worst_hold_path;hold_start;Reset;
pwr;p_comb_frac;0.251;
pwr;peakVddDrop;0.0001932;V
floorplan;die_y;80;um
route;n_antenna_cell;0;
pwr;p_seq_frac;0.452;
pwr;p_switching;0.1707;mW
yosys;synthXorXnorAreaFrac;0.03323;
global_routing;grt_pass1_vias;614;
route;drt-initial-drc-count;44;
route;post_drt_via_cell_ratio;4.441;
## stage by stage
step | instance area [um2] | hold slack (ps) | TNS [ps] | util | power, mW
finish | 937.1 | 577.2 | 0 | 0.2744 | 0.6810
global route | 937.1 | 585.5 | 0 | 0.2744 | 0.7252
CTS | 937.1 | 572.5 | 0 | 0.2744 | 0.6906
detailed placement | 914.6 | 801.5 | -23.23 | 0.2678 | 0.4834
global placement | 914.6 | 799.1 | -20.41 | 0.2678 | 0.4850
floorplan | 798.3 | 271.6 | 0 | - | 0.4190
## cell type report
cell class / instances / area [um2]
Inverter: 5 / 18.77
Tap cell: 46 / 57.56
Timing Repair Buffer: 11 / 107.6
Sequential cell: 15 / 255.2
Fill cell: 373 / 2479
Clock buffer: 3 / 22.52
Multi-Input combinational cell: 72 / 475.5
## cells by family (layout without fill, tap and decap cells)
| group | after synthesis | in the layout |
|---|---|---|
| buf+inv | 13 | 19 |
| latches | 9 | 9 |
| xor+xnor | 3 | 3 |
| other cells | 1 | 3 |
| compound gates | 17 | 17 |
| flops | 6 | 6 |
| fa+ha+maj | 5 | 5 |
| simple gates | 44 | 44 |
## worst max path at each step
stage / startpoint / end / slack (ps) / cells past startpoint
final: Reset / State[0] / 210 / 2
after global routing: Reset / State[0] / 200 / 2
after CTS: Reset / State[0] / 210 / 2
## per-layer routing
layer,vias to the layer above,part of all wire,GRT usage
li1,350,-,-
met1,305,0.48,0.06390
met2,20,0.45,0.07544
met3,0,0.066,0.006818
met4,0,0,0.007042
met5,-,0,0
## power by group through the flow
stage	registers (mW)	clock network (mW)	logic (mW)
4_1_cts	0.308	0.210	0.173
5_1_grt	0.311	0.223	0.192
6_report	0.308	0.202	0.171
## Yosys cell counts, drive strengths merged (2+ instances only)
cell type and number:
o21ai 6, nor2 9, xor2 2, dlxtn 9, a21oi 4, nand2 6, nor3 6, ha 5
nor4 3, inv 5, buf 7, nor2b 7, dfxtp 6, nand3 6
## flip-flops by register name, summed over array words and instances (netlist names)
name	count
NextState	6
DA	1
State	6
DB	1
SW	1
Power and IR drop assume default switching activity.
