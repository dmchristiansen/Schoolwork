===== run.sh =====
#!/bin/bash
# OpenROAD 26Q1-2900-gdf79404cd8, Yosys 0.63+post, stock flow scripts
make -C /OpenROAD-flow-scripts/flow DESIGN_CONFIG=/design/flow/config.mk WORK_HOME=/design/flow/orfs finish

===== config.mk =====
export PLATFORM = sky130hd
export DESIGN_NAME = GC_7_Decoder
export DESIGN_NICKNAME = GC_7_Decoder
export VERILOG_FILES = /design/flow/design.v
export SDC_FILE = /design/flow/constraint.sdc
export NUM_CORES = 4
export LEC_CHECK = 1
export CORE_AREA = 10 10 70 70
export DIE_AREA = 0 0 80 80

===== constraint.sdc =====
current_design GC_7_Decoder

set clk_period 2.7
set clk_io_pct 0.2

create_clock -name clk0 -period $clk_period [get_ports {CLK}]

set non_clock_inputs [all_inputs -no_clocks]
set_input_delay [expr $clk_period * $clk_io_pct] -clock clk0 $non_clock_inputs
set_output_delay [expr $clk_period * $clk_io_pct] -clock clk0 [all_outputs]

===== design.v =====
module GC_7_Encoder #(parameter N = 7, L = 31) (output reg [N:0] G, input logic [N-1:0] B, input logic CLK);
parameter C = 2 ** N;	 
parameter K = C - L;	 
reg F = 1'b1;		 
logic [N-1:0] M;	 
logic [N:0] VSB;	 
always_ff @(posedge CLK)
begin
	if (B == L - 1) F <= ~F;
end
always_comb
begin
	M = F ? B : (B + K);
	VSB = {F, M};
end
always_ff @(posedge CLK)
begin
	G <= VSB ^ (VSB >> 1);
end
endmodule
module GC_7_Decoder #(parameter N = 7, L = 31) (output reg [N-1:0] B, input logic [N:0] G, input logic CLK);
parameter C = 2 ** N;	 
parameter K = C - L;	 
logic [N-1:0] M;	 
logic [N:0] VSB;	 
genvar i;
generate
for (i = 0; i <= N; i++)
	always_comb
	begin
		VSB[i] = ^(G >> i);
	end
endgenerate
always_ff @(posedge CLK)
begin
	B <= VSB[N] ? VSB[N-1:0] : (VSB[N-1:0] - K);
end
endmodule

==> flow_summary.toml <==
# generated from flow reports
[floorplanning]
rows = 21
fp_util_pct = 12.2
die_h_um = 80
chipWidth_um = 80
die_area_sq_um = 6400
ios = 16
core-area_sq_um = 3420

[yosys]
yosys_area_sq_um = 417
synth_area_sq_um = 417
top_cells_by_area = "dfxtp_1, xnor2_1, mux2i_1, xnor3_2, mux2_2"
netlist_instances = 33
synth_cell_type_count = 15
avgSynthCellArea_sq_um = 12.6
synth_warnings = 1
top_cell_area_share_pct = 33.6
synth_top_cell_by_area = "dfxtp_1"
ys_seq_share_pct = 33.6
ys_cells = 33
synth-seq-cells = 7

[route]
drt-initial-drc-count = 0
diodes = 0
dr.pass1.iters = 1
vias = 328
wirelength_um = 914
final_antenna_net_count = 0
viasPerCell = 3.15
wl_per_cell_um = 8.79
drcViolationCount = 0

[run]
drv_cap = 0
warning_count = 25

[cts]
postCtsSetupBuffers = 0
cts-root-buf = "clkbuf_4"
cts_buffer_depth = 2
cts_buffers = 3
cts_tree = "yes"
clock_sinks = 7
cts_hold_buffers = 0
htree_levels = 1
clkTransAtPathRegs_ns = 0.05

[place]
io_buffers = 15
gp_congestion = 0.781
dp_slack_ns = -0.258
place_area_sq_um = 673
hpwl_um = 800

[global_route]
antenna_found_initial = 0
grt_pass1_wl_mm = 1.56
grt-ovfl-total = 0
grt_pass1_vias = 334
grt_usage_pct = 3.03
grt_max_degree = 6

[final_layout]
final_area_sq_um = 717
drive_gt1_share_pct = 27.6
lay_top_count = "clkdlybuf4s50_1"
largest_reg_flops = 7
syn2layout_area_growth_pct = 72.1
regMostFlops = "B"
largest_registers = "B (7)"
lay_top_cells = "clkdlybuf4s50_1, dfxtp_1, xnor2_1, buf_4, mux2i_1"

[timing]
worstMarginPinSlew_ns = 0.388
slew_headroom_pct = 73.9
setup_slack_ns = 0.135
hold_viol = 0
setup_viol = 0
period_used_pct = 95.0
fin_crit_ns = 2.56
rsz0062_at_grt = "no"
max_freq_mhz = 390
drv_slew = 0
whs_ns = 0.957

[critical_path]
critical_path_class = "in -> reg"
cp-end-kind = "flip-flop"
critPathLaunchType = "input pin"
critical_path.max_fanout = 3
cp_data_arrival_time_ns = 2.70
cp.required_ns = 2.83
crit_start = "G[5]"

[power_and_ir_drop]
power.density_nw_per_um2 = 605
ir_worst_vdd_v = 0.000124
leakagePower_nw = 0.297

[worst_hold_path]
whs_endpoint = "B[0]"
holdPathStages = 2
min_from = "G[0]"
hold_class = "in -> reg"

[status]
status = "completed"
what timing repair did:
item                                    in CTS  in global routing
resized                                      1                  1
pin swaps                                    0                  1
cloned                                       0                  0
endpoints found under the setup margin       1                  3
area by class of cell:
class / count / area (sq um)
Sequential cell: 7 / 140
Tap cell: 46 / 57.6
Fill cell: 368 / 2700
Timing Repair Buffer: 22 / 203
Multi-Input combinational cell: 25 / 290
Clock buffer: 4 / 26.3
routing by layer:
metal,vias to the layer above,part of all wire [%],global-route usage [%]
li1,163,-,-
met1,153,37,3.45
met2,12,49,4.98
met3,0,15,1.82
met4,0,0,0.176
met5,-,0,0
where the power goes:
group	internal [W]	switching [W]	total, W	leakage (nW)
clock network	0.0000563	0.0000369	0.0000932	0.0150
registers	0.000135	0.00000841	0.000144	0.0591
logic	0.000139	0.0000575	0.000197	0.222
worst max-delay path by stage:
stage                 slack [ns]  endpoint  depth (start not counted)
final                       0.14      B[4]                          9
after global routing        0.04      B[6]                          8
after CTS                   0.02      B[4]                          9
per-stage QoR:
stage	total power, W	TNS (ns)	utilization (%)	instances
final	0.000434	0	21.0	104
after global routing	0.000473	0	21.0	104
after CTS	0.000445	0	20.8	104
after detailed placement	0.000340	-0.687	19.7	100
after global placement	0.000341	-0.639	19.7	100
after floorplan	0.000230	0	-	33
cells by family (layout without fill, tap and decap cells):
kind of cell | count (synthesis) | after routing | share of synthesized area [%]
XOR/XNOR | 12 | 12 | 37.5
multiplexers | 7 | 7 | 17.4
flip-flops | 7 | 7 | 33.6
AND/OR/NAND/NOR | 5 | 5 | 7.51
adder cells (fa/ha/maj) | 1 | 1 | 3.00
buffers and inverters | 1 | 26 | 0.900
critical path, cell delays in order:
cell and delay (ns):
clkdlybuf4s50_1 0.48, xnor3_2 0.48, xnor2_4 0.23, xnor3_1 0.24, ha_1 0.20, buf_4 0.13, nand2b_1 0.08, mux2i_1 0.07
mux2_2 0.25
cells in the mapped netlist:
| library cell | count |
|---|---|
| xnor3_2 | 2 |
| nor2_1 | 1 |
| xnor2_1 | 7 |
| or3_1 | 1 |
| dfxtp_1 | 7 |
| nor3_1 | 1 |
| mux2_2 | 2 |
| clkbuf_1 | 1 |
| xnor2_2 | 1 |
| xor2_1 | 1 |
| nor4bb_1 | 1 |
| ha_1 | 1 |
| mux2i_1 | 5 |
| xnor3_1 | 1 |
| nand2b_1 | 1 |
Power figures rest on the tool's default switching activity, not on a simulated workload.
