<file path="/design/flow/constraint.sdc">
current_design WTM

set clk_period 7.1
set clk_io_pct 0.2

create_clock -name clk0 -period $clk_period

set non_clock_inputs [all_inputs -no_clocks]
set_input_delay [expr $clk_period * $clk_io_pct] -clock clk0 $non_clock_inputs
set_output_delay [expr $clk_period * $clk_io_pct] -clock clk0 [all_outputs]
</file>
<file path="/design/flow/config.mk">
export PLATFORM = sky130hd
export DESIGN_NAME = WTM
export DESIGN_NICKNAME = WTM
export VERILOG_FILES = /design/flow/design.v
export SDC_FILE = /design/flow/constraint.sdc
export NUM_CORES = 4
export LEC_CHECK = 1
export CORE_UTILIZATION = 50
</file>
<file path="/design/flow/design.v">
module WTM(output reg[15:0] product, input wire[7:0] A, input wire[7:0] B);
wire [7:0][7:0] pp;  
genvar i, j;
for(i = 0; i < 8; i++)
begin
	for(j = 0; j < 8; j++)
	begin
		assign pp[i][j] = A[i] & B[j];
	end
end
assign product = {8'b00000000, pp[0]}
		+{7'b0000000, pp[1], 1'b0}
		+{6'b000000, pp[2], 2'b00}
		+{5'b00000, pp[3], 3'b000}
		+{4'b0000, pp[4], 4'b0000}
		+{3'b000, pp[5], 5'b00000}
		+{2'b00, pp[6], 6'b000000}
		+{1'b0, pp[7], 7'b0000000};
endmodule
</file>
<file path="/design/flow/run.sh">
#!/bin/bash
# OpenROAD 26Q1-2900-gdf79404cd8, Yosys 0.63+post, stock flow scripts
make -C /OpenROAD-flow-scripts/flow DESIGN_CONFIG=/design/flow/config.mk WORK_HOME=/design/flow/orfs finish
</file>
==> reports/metrics.cfg <==
[yosys]
ys_seq_share_pct=0
syn_area_per_cell_sq_um=9.29
synth_warnings=1
synth_cell_type_count=26
ys_area_sq_mm=0.00194
syn-instance-count=209
synth-cells-yosys=209
syn_area_sq_mm=0.00194

[detailed_routing]
firstDrtPassIters=4
diodes=0
drc=0
wl_per_cell_um=12.3
via_per_inst=5.02
vias=1610
postRouteAntennaNets=0
drtIter0Drc=43
wirelength_mm=3.94

[worst_setup_path]
path_depth=16
critPathMaxFanout=5
slowest_delay_ns=0.53
path_cells=dlygate4sd2_1, and2_1, fa_1, inv_1, fa_1, inv_1, fa_1, ha_1, ha_2, fa_2, a21o_1, nand4_1, nand2_2, o41ai_2, xnor2_1, clkdlybuf4s50_1
crit_path_top_delay_cell=fa_1
crit_arrival_ns=5.48
timing.critical_path.buf_inv=4
required_ns=5.68
cp_common_cell=fa_1
crit_path_start_kind=input port
worst_setup_path_end_kind=output pin
path_class=in -> out
crit_family=adder cells

[sta]
hold_viol_final=0
slew_violations=0
worstMarginPinSlew_ns=0.385
grt_setup_unrepaired=yes
fin_crit_ns=6.90
timing.fmax_mhz=145
slew_headroom_pct=74.0
totalNegativeSetupSlack_ns=0
finalCritPeriodShare_pct=97.2
setup_viol=0

[floorplan]
die_x_um=64.3
pin_count=32
fp_util_pct=52.6
fp.dieH_um=64.3
rows=22
die_area_sq_mm=0.00413
core_area_sq_mm=0.00369

[flow_run]
warning_count=34
cap_violations=0

[layout]
mostFrequentLayoutCells=and2_1, fa_1, inv_1, buf_4, ha_1
synthToLayoutAreaGrowth_pct=33.8
ff_latch_area_sq_um=0
finalNonFillerCells=321
final_layout_size_suffix_gt1_share_pct=24.9
clockBufferCount=0
fill_cells=275
layout.cells.most_common=and2_1
flops=0

[power]
leakage_uw=0.00137
power.density_mw_per_mm2=259
ir_drop_mv=0.266

[global_routing]
antenna_found_initial=0
track_usage_pct=22.5
grt.overflow.total=0
grt_pass1_wl_mm=7.09
grt_max_degree=9
first_global_vias=1643

[worst_hold_path]
hold_class=in -> out
whs_path_depth=4
holdPathEnd=product[1]
min_from=A[1]

[place]
place_congestion=0.861
dpl.hpwl_mm=3.45
dp.cells=320
portBuffers=32

[clocking]
cts_hold_buf=0

[run_status]
status=complete, no violations

-- worst max-delay path by stage --
stage	end	from
final	product[13]	A[0]
after global routing	product[13]	A[0]
after CTS	product[13]	B[5]
-- timing repair --
action / 4_1_cts / 5_1_grt
pin swaps: 14 / 9
resized: 38 / 33
setup buffers: 1 / 0
endpoints found under the setup margin: 6 / 5
-- metal layers --
metal	global-route usage (%)	vias up	part of all wire, %
met4	0	0	0
met3	0.362	0	1.4
li1	-	787	-
met2	38.6	20	53
met1	35.8	803	46
met5	0	-	0
-- layout make-up --
class	instances	area (sq um)	share of cell area [%]
multi-input cells	174	1900	73.1
repair buffers	64	507	19.5
well taps	48	60.1	2.31
inverters	35	131	5.06
-- tightest hold or removal path, delay by kind of cell --
| kind | cells | cell delay [ns] |
|---|---|---|
| simple gates | 1 | 0.15 |
| fa+ha+maj | 1 | 0.11 |
| buf+inv | 2 | 0.63 |
-- cells by family (layout without fill, tap and decap cells) --
logic type	after synthesis	after routing	synth area share (%)
AND/OR/NAND/NOR	79	79	22.8
AND-OR/OR-AND	16	16	6.70
XOR/XNOR	10	10	4.51
adder cells (fa/ha/maj)	69	69	59.2
buffers and inverters	35	99	6.77
-- Yosys cell counts (2+ instances only) --
master / count / area, sq um
a21oi_1: 5 / 25.0
fa_1: 38 / 761
a21o_1: 2 / 15.0
and3_1: 2 / 12.5
xnor2_1: 6 / 52.6
o21ai_0: 3 / 15.0
and2_1: 47 / 294
xor2_1: 4 / 35.0
nand2_1: 20 / 75.1
inv_1: 35 / 131
o41ai_2: 2 / 32.5
ha_1: 31 / 388
-- per-stage QoR --
stage                     util, %  area [sq um]  setup slack (ns)  hold slack [ns]  power [uW]
final                        70.4          2600             0.197             3.73         673
after CTS                    70.5          2600           0.00654             3.80         648
after global routing         70.4          2600           -0.0244             3.79         762
after global placement       69.2          2550            -0.428             3.99         604
after floorplan                 -          1940             0.679             2.91         305
after detailed placement     69.2          2550            -0.463             3.99         610
-- report_power, final --
group	internal (uW)	switching (uW)	leakage (uW)	total (uW)
Combinational	407	265	0.00137	673
Clock	0	0	0	0
Sequential	0	0	0	0
Total	407	265	0.00137	673
Power is estimated from default activity; no workload was simulated.
